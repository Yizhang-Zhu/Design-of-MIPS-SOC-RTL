==> flow/config.mk <==
export PLATFORM = sky130hd
export DESIGN_NAME = eqcmp
export DESIGN_NICKNAME = eqcmp
export VERILOG_FILES = /design/flow/design.v
export SDC_FILE = /design/flow/constraint.sdc
export NUM_CORES = 4
export LEC_CHECK = 1
export CORE_AREA = 10 10 70 70
export DIE_AREA = 0 0 80 80
==> flow/constraint.sdc <==
current_design eqcmp

set clk_period 1.5
set clk_io_pct 0.2

create_clock -name clk0 -period $clk_period

set non_clock_inputs [all_inputs -no_clocks]
set_input_delay [expr $clk_period * $clk_io_pct] -clock clk0 $non_clock_inputs
set_output_delay [expr $clk_period * $clk_io_pct] -clock clk0 [all_outputs]
==> flow/design.v <==
`timescale 1ns / 1ps
module eqcmp(
	input wire [31:0] a,b,
	output wire y
    );
	assign y = (a == b) ? 1 : 0;
endmodule
==> flow/run.sh <==
#!/bin/bash
# OpenROAD 26Q1-2900-gdf79404cd8, Yosys 0.63+post, stock flow scripts
make -C /OpenROAD-flow-scripts/flow DESIGN_CONFIG=/design/flow/config.mk WORK_HOME=/design/flow/orfs finish
==> qor.yml <==
setup_path:
  worstPathArrival_ps: 1230
  critPathKind: "in -> out"
  required_ps: 1200
  crit_fanout: 1
  crit_path_end_kind: "primary output"
  start_kind: "input pin"
route:
  drt_iter0_drc: 0
  first_pass_iters: 1
  wl_per_cell_um: 12.6
  via_per_inst: 3.59
  wl_mm: 1.95
  diodes: 0
  vias: 553
  drtAntennaViolNets: 0
  drcViolationCount: 0
sta:
  finalHoldViolations: 0
  finalSetupViolations: 1
  worst_pin_slew_ps: 259
  fmax_ghz: 0.654
  period_used_share: 1.02
  rsz0062_at_grt: "true"
  tns_ps: -27.9
  period_minus_slack_ps: 1530
  finalMaxSlewViolations: 0
  relSlewSlack: 0.825
  setup_slack_ps: -27.9
logic_synthesis:
  synth_cell_types: 4
  synth_top_area_share: 0.809
  yosys_area_um2: 347
  syn_avg_cell_area_um2: 8.06
  yosysWarnings: 0
  ys_cells: 43
  largest_area_cell: "xor2_1"
  synth_cells: 43
  ys_seq_share: 0
  synth_area_um2: 347
  area_leaders: "xor2_1 81%, nor4_1 14%, nand4_1 3.6%"
final_layout:
  regArea_um2: 0
  nClkBuffers: 0
  finish.instance_area_um2: 902
  ff_count: 0
  drive_above_1_share: 0.426
  synthToLayoutAreaGrowth_pct: 160
  final_cells: 154
  layout_top_cell: "buf_2"
  lay_top_cells: "36 x buf_2, 31 x xor2_1, 20 x clkdlybuf4s15_1"
grt:
  grt_max_degree: 2
  track_usage: 0.0540
  grt_pass1_wl_mm: 2.86
  overflow: 0
  grt_pass1_vias: 610
  antenna_found_initial: 0
place:
  placed_area_um2: 1050
  post-place-ws_ps: -869
  dp_hpwl_mm: 1.83
  dp.cells: 154
  port_buffers: 65
  gp_congestion: 0.814
clock_tree:
  cts_hold_buf: 0
floorplanning:
  io_pins: 65
  core-area_um2: 3420
  rows: 21
  die_w_um: 80
  initial_core_util: 0.101
  die_h_um: 80
  die_area_um2: 6400
job:
  warnings: 34
  maxCapViolCount: 0
pwr:
  powerDensity_nw_per_um2: 217
  max-vdd-ir-drop_v: 0.0000563
  p_total_uw: 196
  leakage_nw: 0.428
run_status:
  violations: "setup timing"
  outcome: "finished, violations left"
min_path:
  min_path_type: "in -> out"
==> metrics by stage <==
step	util	hold slack, ps
after global placement	0.309	1750
after detailed placement	0.309	1740
after global routing	0.264	1130
after CTS	0.257	1110
final	0.264	1090
after floorplan	-	834
==> Yosys cell counts <==
| library cell | number |
|---|---|
| xor2_1 | 32 |
| nor4_1 | 8 |
| nand4_1 | 2 |
| nor2_1 | 1 |
==> area by class of cell <==
cell class / count / area (µm²)
fillers: 401 / 2510
multi-input cells: 43 / 379
well taps: 46 / 57.6
repair buffers: 65 / 465
==> power breakdown <==
part	switching (mW)	total [mW]	internal [mW]
logic	0.0726	0.196	0.123
registers	0	0	0
clock network	0	0	0
==> timing repair <==
action	in CTS	in global routing
resized	183	9
endpoints found under the setup margin	1	1
pin swaps	40	7
setup buffers	0	0
==> critical path, cell delays in order <==
cell and delay, ps:
buf_6 90, xor2_1 160, nor4_2 300, nand4_1 150, nor2_1 120, buf_2 110
==> cells by family after synthesis <==
| group | after synthesis | share of synthesized area |
|---|---|---|
| xor+xnor | 32 | 0.809 |
| simple gates | 11 | 0.191 |
==> worst paths after layout <==
path / start / endpoint / slack, ps / cells past startpoint
worst max-delay path: a[13] / y / -30 / 6
worst min-delay path: a[20] / y / 1090 / 6
==> metal layers <==
| metal | track usage | routed length, µm |
|---|---|---|
| met1 | 0.0712 | 1020 |
| met2 | 0.0795 | 604 |
| met3 | 0.0307 | 325 |
| met4 | 0 | 0 |
| met5 | 0 | 0 |
No activity file was given, so power comes from the tool's default toggle rates.
